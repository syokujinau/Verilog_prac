$ cat flow/config.mk
export PLATFORM = sky130hd
export DESIGN_NAME = Reg_8bit
export DESIGN_NICKNAME = Reg_8bit
export VERILOG_FILES = /design/flow/design.v
export SDC_FILE = /design/flow/constraint.sdc
export NUM_CORES = 4
export LEC_CHECK = 1
export CORE_AREA = 10 10 70 70
export DIE_AREA = 0 0 80 80
$ cat flow/constraint.sdc
current_design Reg_8bit

set clk_period 1.0
set clk_io_pct 0.2

create_clock -name clk0 -period $clk_period [get_ports {clk}]

set non_clock_inputs [all_inputs -no_clocks]
set_input_delay [expr $clk_period * $clk_io_pct] -clock clk0 $non_clock_inputs
set_output_delay [expr $clk_period * $clk_io_pct] -clock clk0 [all_outputs]
$ cat flow/design.v
module Reg_8bit(reset, set, clk, Reg_In, Reg_Out);
input reset, set, clk;
input  [7:0] Reg_In;
output [7:0] Reg_Out;
reg    [7:0] Reg_Out;
always @(negedge reset or posedge clk)
    if(!reset)
        Reg_Out = 8'b0000_0000;
    else
        if(clk && set)  
            Reg_Out = 8'b1111_1111;
        else
            Reg_Out = Reg_In;
endmodule
$ cat flow/run.sh
#!/bin/bash
# OpenROAD 26Q1-2900-gdf79404cd8, Yosys 0.63+post, stock flow scripts
make -C /OpenROAD-flow-scripts/flow DESIGN_CONFIG=/design/flow/config.mk WORK_HOME=/design/flow/orfs finish
==> results.py <==
# Flow results
metrics = {
    "cts": {
        "cts_tree": "yes",
        "cts_setup_buffers": 0,
        "cts.clk_slew.worst_paths_ns": 0.05,
        "cts_resized": 27,
        "hold_buffers": 0,
    },
    "worst_setup_path": {
        "cpLargestDelayFamily": "flip-flops",
        "start_kind": "register",
        "timing.critical_path.cells": "buf_2",
        "path_buffers": 1,
        "worstPathMaxFanout": 1,
        "cp_slowest_stage_delay_ns": 0.36,
        "arrival_ns": 0.83,
        "slowest_stage": "dfrtp_1",
        "required_ns": 0.80,
        "end_kind": "primary output",
        "path_class": "reg2out",
    },
    "floorplan": {
        "core_area_um2": 3420,
        "rows": 21,
        "die_area_um2": 6400,
        "initial_core_util": 0.0817,
        "die-width_um": 80,
        "fp.dieH_um": 80,
        "pin_count": 19,
    },
    "detailed_routing": {
        "wl_um": 825,
        "firstDrtPassIters": 2,
        "detail-route-antenna-nets": 0,
        "insertedDiodeCount": 0,
        "drt_iter0_drc": 2,
        "via_per_inst": 2.61,
        "num_vias": 227,
        "drc": 0,
        "routedWlPerCell_um": 9.48,
    },
    "timing": {
        "holdWs_ns": 0.0315,
        "slew_violations": 0,
        "rsz0062_at_grt": "true",
        "slew_headroom": 0.766,
        "tightest_slew_ns": 0.350,
        "finalClockPeriodUsage": 1.03,
        "setup_viol": 8,
        "fin_ws_ns": -0.0276,
        "finalHoldViolCount": 0,
        "fmax_ghz": 0.973,
        "finalCriticalPeriod_ns": 1.03,
    },
    "synthesis": {
        "syn_area_per_cell_um2": 15.5,
        "synthArstFlopShare": 1.00,
        "ys.warnings.count": 1,
        "synth-area-yosys_um2": 279,
        "area_leaders": "dfrtp_1 72%, a21o_1 22%, buf_6 4.0%, buf_4 2.7%",
        "yosys.stat.seqShare": 0.717,
        "top_cells_by_count": "8 x a21o_1, 8 x dfrtp_1, 1 x buf_4, 1 x buf_6",
        "ys_seq_elements": 8,
        "syn_area_um2": 279,
        "synth.largest_area_cell": "dfrtp_1",
        "synth_cell_types": 4,
        "synthFlopType": "dfrtp_1",
        "synth_stat.cells": 18,
        "synthCells": 18,
        "synth-edff-count": 0,
        "top_cell_area_share": 0.717,
    },
    "outcome": {
        "violations": "negative setup slack",
        "run_status": "finished, violations left",
    },
    "pwr": {
        "power.leakage_uw": 0.000235,
        "irDropWorstVdd_v": 0.00118,
        "p_int_uw": 900,
        "p_per_area_nw_per_um2": 2360,
        "p_switching_uw": 306,
        "seq_power_share": 0.367,
        "sw_frac_of_total": 0.254,
        "clkPwrFrac": 0.517,
        "power.share.combinational": 0.116,
    },
    "global_routing": {
        "grt_remaining_overflow": 0,
        "grt_pass1_vias": 373,
        "grt_start_max_net_pins": 9,
        "antenna_found_initial": 0,
        "grt_pass1_wl_mm": 1.30,
        "grtUsageTotal": 0.0256,
    },
    "placement": {
        "io_buffers": 18,
        "dp.cells": 80,
        "gp_congestion": 0.606,
        "place_ws_ns": -0.0571,
    },
    "final_layout": {
        "largest_reg_flops": 8,
        "syn2layout_area_growth_pct": 83.0,
        "finalNonFillerCells": 87,
        "drive_gt1_frac": 0.366,
        "n_fill_cell": 407,
        "regArea_um2": 200,
        "logic_area_um2": 60.1,
    },
    "flow_run": {
        "drv_cap": 0,
        "warnings": 35,
    },
    "worst_hold_path": {
        "worstHoldPathType": "clk2reg",
    },
}
==> area by class of cell <==
type	instances	share of cell area
clock buffer	7	0.103
tap	46	0.113
sequential	8	0.392
timing repair buffer	18	0.275
multi-input combinational	8	0.118
==> metal layers <==
layer  global-route usage  share of wire
met1               0.0189           0.36
met4               0.0317          0.027
met5                    0              0
met3               0.0205          0.080
met2               0.0369           0.53
==> cell families (layout without fill, tap and decap cells) <==
family / Yosys count / in the layout / share of synthesized area
compound gates: 8 / 8 / 0.215
buf+inv: 2 / 25 / 0.0673
flops: 8 / 8 / 0.717
==> cells in the final DEF, fill, tap and decap left out <==
| cell type | synthesis | routed |
|---|---|---|
| a21o_1 | 8 | 8 |
| clkbuf_4 | 0 | 7 |
| clkdlybuf4s50_1 | 0 | 10 |
| dfrtp_1 | 8 | 8 |
| buf_2 | 0 | 8 |
==> through the flow <==
stage	setup TNS (ns)	cell area, µm²	total power [µW]	util
floorplan	0	279	652	-
CTS	-0.266	510	1250	0.149
finish	-0.147	510	1210	0.149
detailed placement	-0.460	498	784	0.146
global placement	-0.219	498	783	0.146
global route	-0.515	510	1310	0.149
==> path summary, 6_finish.rpt <==
path	from	to	slack, ns	depth (start not counted)
min	clk	Reg_Out[1]	0.03	3
max in group asynchronous	reset	Reg_Out[2]	0.63	1
min in group asynchronous	reset	Reg_Out[5]	0.12	1
max	Reg_Out[5]	Reg_Out[5]	-0.03	1
==> power by group through the flow <==
stage / Sequential (µW) / Combinational (µW) / Clock [µW]
4_1_cts: 446 / 153 / 650
5_1_grt: 457 / 155 / 698
6_report: 443 / 140 / 623
No activity file was given, so power comes from the tool's default toggle rates.
