==> design/flow/design.v <==
module multiply_and_accumulate(acc, a, b, rst, clk);
output [16:0] acc;
input [7:0] a,b; 
input rst;
input clk;
reg [7:0] ra, rb;
reg [16:0] rc;
wire [15:0] mpy;
wire [16:0] c;
always@(posedge clk)
begin
  if(rst)
  begin
    ra<=8'h0;
    rb<=8'h0;
    rc<=17'h0;
  end
  else
  begin
    ra<=a;
    rb<=b;
    rc<=c;
  end
end
assign mpy = ra * rb;
assign   c = mpy + rc[16:1];
assign acc = rc;
endmodule 
==> design/flow/run.sh <==
#!/bin/bash
# OpenROAD 26Q1-2900-gdf79404cd8, Yosys 0.63+post, stock flow scripts
make -C /OpenROAD-flow-scripts/flow DESIGN_CONFIG=/design/flow/config.mk WORK_HOME=/design/flow/orfs finish
==> design/flow/config.mk <==
export PLATFORM = sky130hd
export DESIGN_NAME = multiply_and_accumulate
export DESIGN_NICKNAME = multiply_and_accumulate
export VERILOG_FILES = /design/flow/design.v
export SDC_FILE = /design/flow/constraint.sdc
export NUM_CORES = 4
export LEC_CHECK = 1
export CORE_UTILIZATION = 40
==> design/flow/constraint.sdc <==
current_design multiply_and_accumulate

set clk_period 6.1
set clk_io_pct 0.2

create_clock -name clk0 -period $clk_period [get_ports {clk}]

set non_clock_inputs [all_inputs -no_clocks]
set_input_delay [expr $clk_period * $clk_io_pct] -clock clk0 $non_clock_inputs
set_output_delay [expr $clk_period * $clk_io_pct] -clock clk0 [all_outputs]
==> results.yml <==
# yosys + openroad results
status:
  outcome: "completed"
timing:
  tns_ns: 0
  setup_viol: 0
  fmax_mhz: 217.0
  fin_ws_ns: 1.493
  rsz0062_at_grt: "no"
  fin_crit_ns: 4.607
  hold_viol: 0
  slew_headroom_pct: 73.27
  worst_pin_slew_ns: 0.3975
  finalCritPeriodShare_pct: 75.53
  worst_hold_slack_ns: 0.6185
  slew_viol_final: 0
  fin_skew_ns: 0.002760
placement:
  numPortBuffers: 34
  place_congestion: 0.8392
  dp_slack_ns: 1.526
  place.detailed.hpwl_um: 5076
setup_path:
  cp_data_required_time_ns: 6.27
  crit_path_max_incr_delay_ns: 0.55
  worstRegToRegCells: 14
  cp_data_arrival_time_ns: 4.78
  path_delay_family: "adder cells"
  startpoint: "rb[7]"
  cp_slowest_cell: "fa_1"
  path_depth: 14
  crit_top_cell: "fa_1"
  crit_path_end_kind: "register"
  crit_type: "register to register"
  path_buffers: 3
  start_kind: "register"
  critPathMaxFanout: 8
  r2r_start: "rb[7]"
  path_cells: "nand2_1, fa_1, fa_1, inv_1, fa_1, inv_1, fa_1, inv_1, ha_1, a21o_1, a311oi_2, nor2_1, a221oi_2, mux2_1"
cts:
  htree_levels: 2
  clockBufferDepth: 2
  worstSkewPairLatency_ns: 0.28
  cts_setup_buffers: 0
  clock-sinks: 33
  path_clk_slew_ns: 0.07
  ctsResizeCount: 0
  root_buffer: "clkbuf_8"
  numCtsBuffers: 5
  cts_tree: "yes"
  postCtsHoldBufs: 0
floorplanning:
  chipArea_sq_um: 8875
  io_pins: 35
  fp.dieW_um: 94.21
  coreArea_sq_um: 8217
  die_h_um: 94.21
  fp_util_pct: 41.39
  num_rows: 33
drt:
  first_pass_iters: 4
  wl_per_cell_um: 11.63
  wl_um: 6047
  diodes: 0
  ant_nets: 0
  route.detailed.drc: 0
  routed-via-count: 2391
  viasPerCell: 4.598
  drt_iter0_drc: 62
final_layout:
  area_growth_pct: 16.08
  logic_area_sq_um: 2372
  fillCellCount: 782
  regArea_sq_um: 660.6
  drive_above_1_share_pct: 2.892
  final_core_util_pct: 48.04
logic_synthesis:
  ys_async_sr_fraction_pct: 0
  yosys.area.top_type_share_pct: 30.02
  edf_count: 0
  syn_inst: 376
  syn_area_sq_um: 3401
  yosysWarnings: 1
  yosys.area.top_type: "fa_1"
  synth_flops: 33
  flop_cell: "dfxtp_1"
  topCellsByArea: "fa_1 (30%), dfxtp_1 (19%), ha_1 (13%)"
  yosys-stat-area_sq_um: 3401
  avgSynthCellArea_sq_um: 9.045
  ys_cells: 376
  yosysUniqueCellTypes: 31
  ys_seq_share_pct: 19.43
run:
  cap_violations: 0
  warning_count: 25
global_route:
  antenna_found_initial: 0
  grt_max_degree: 39
  grt_remaining_overflow: 0
  grt_pass1_vias: 2197
  grt_pass1_wl_um: 10340
  track_usage_pct: 15.85
pwr:
  ir_worst_vdd_mv: 0.1193
  powerDensity_nw_per_um2: 239.2
  p_leak_nw: 1.969
hold_path:
  hold_class: "register to register"
  whs_path_depth: 2
  hp-start: "rc[1]"
## worst min-delay path: cells and delay by family, from the launching register on
kind | cells | cell delay (ns)
flip-flops | 1 | 0.34
adder cells (fa/ha/maj) | 1 | 0.13
AND/OR/NAND/NOR | 1 | 0.11
## cell usage after synthesis (2+ instances only)
cell type / number
xor2_1: 3
nor2b_1: 24
a21o_1: 4
and2_1: 29
inv_1: 94
ha_1: 36
nor3_1: 2
and3_1: 3
a21oi_1: 11
o21ai_0: 4
mux2_1: 3
xnor2_1: 4
nor2_1: 16
dfxtp_1: 33
nand2_1: 40
clkbuf_1: 4
fa_1: 51
o21ai_1: 2
## cells in the final DEF, fill, tap and decap left out, types with 2 or more instances in the layout
cell type and n:
a21oi_1 11, dfxtp_1 33, nor2_1 16, a21o_1 4
nor3_1 2, mux2_1 3, fa_1 51, xor2_1 3
and2_1 29, xnor2_1 4, clkdlybuf4s50_1 34, clkbuf_8 5
and3_1 3, ha_1 36, o21ai_1 2, o21ai_0 4
nor2b_1 24, nand2_1 40, inv_1 94, clkinv_2 2
## power breakdown
group / internal (mW) / switching (mW) / leakage [nW]
clock: 0.0791 / 0.0835 / 0.0450
combinational: 0.242 / 0.251 / 1.65
sequential: 0.255 / 0.0339 / 0.273
## logic make-up (layout without fill, tap and decap cells)
| family | after synthesis | after routing | synth area share, % |
|---|---|---|---|
| AND-OR/OR-AND | 31 | 31 | 6.218 |
| XOR/XNOR | 7 | 7 | 1.803 |
| flip-flops | 33 | 33 | 19.43 |
| AND/OR/NAND/NOR | 116 | 116 | 17.18 |
| buffers and inverters | 98 | 137 | 10.82 |
| adder cells (fa/ha/maj) | 87 | 87 | 43.27 |
| multiplexers | 4 | 4 | 1.288 |
## state kept, by name, summed over array words and instances (netlist names)
signal,cells
rc,17
rb,8
ra,8
## metal layers
layer | routed length (um) | global-route usage (%)
met2 | 2924 | 24.52
met1 | 2852 | 25.31
met3 | 211 | 3.045
met5 | 0 | 0
met4 | 58 | 1.154
## final timing paths
kind | end | slack, ns
setup / recovery | rc[15] | 1.49
hold / removal | rc[0] | 0.62
setup reg to reg | rc[15] | 1.49
hold reg to reg | rc[0] | 0.62
## cell type report
class	instances	share of cell area, %
flip-flops and latches	33	16.74
well taps	105	3.328
repair buffers	35	8.811
multi-input cells	245	60.10
clock inverters	2	0.2536
clock buffers	6	1.838
inverters	94	8.938
## per-stage QoR
| step | std cells | power [mW] | cell area, sq um |
|---|---|---|---|
| 2_1_floorplan | 376 | 0.6398 | 3401 |
| 4_1_cts | 520 | 0.9668 | 3948 |
| 3_3_place_gp | 512 | 0.7917 | 3865 |
| 5_1_grt | 520 | 1.059 | 3948 |
| 6_report | 520 | 0.9441 | 3948 |
| 3_5_place_dp | 512 | 0.7953 | 3865 |
Power and IR drop assume default switching activity.
